[/design/flow/config.mk]
export PLATFORM = sky130hd
export DESIGN_NAME = traffic_light
export DESIGN_NICKNAME = traffic_light
export VERILOG_FILES = /design/flow/design.v
export SDC_FILE = /design/flow/constraint.sdc
export NUM_CORES = 4
export LEC_CHECK = 1
export CORE_UTILIZATION = 40
[/design/flow/constraint.sdc]
current_design traffic_light

set clk_period 6.4
set clk_io_pct 0.2

create_clock -name clk0 -period $clk_period [get_ports {clk}]

set non_clock_inputs [all_inputs -no_clocks]
set_input_delay [expr $clk_period * $clk_io_pct] -clock clk0 $non_clock_inputs
set_output_delay [expr $clk_period * $clk_io_pct] -clock clk0 [all_outputs]
[/design/flow/design.v]
module traffic_light(clk,rst,out,dot_row,dot_col);
	input clk,rst;
	output reg [6:0] out;
	output reg [7:0] dot_row,dot_col;
	reg [31:0] clk_count;
	reg [31:0] clk_count_2;
	reg [1:0] cur_state,next_state;
	reg [3:0] counter;
	reg [2:0] row_count;
	reg clk_div;
	parameter [1:0] GREEN = 2'b00;
	parameter [1:0] RED = 2'b01;
	parameter [1:0] YELLOW = 2'b10;
	always@(posedge clk ) begin
		if (~rst) begin
			clk_count <= 32'b0;
			cur_state <= GREEN;
			counter <= 4'b1;
			clk_div <= 1'b0;
			clk_count_2 <= 32'b0;
		end
		else begin
			if (clk_count_2 == 5000 ) begin
				clk_div <= ~clk_div;
				clk_count_2 <= 32'b0;
			end
			else begin
				clk_count_2 <= clk_count_2 + 32'b1;
			end
			if (clk_count == 50000000 ) begin
				clk_count <= 32'b0; 
				cur_state <= next_state;
				if ( next_state != cur_state)
					counter <= 4'b1;
				else
					counter <= counter + 4'b1;
			end
			else 
				clk_count <= clk_count + 32'b1;
		end
	end
	always@(*) begin
		case (cur_state)
			GREEN : begin
				if ( counter == 15 )  
					next_state = YELLOW;
				else
					next_state = GREEN;
			end
			YELLOW : begin
				if ( counter == 5 )  
					next_state = RED;
				else
					next_state = YELLOW;
			end
			default : begin
				if ( counter == 10 )  
					next_state = GREEN;
				else
					next_state = RED;
			end
		endcase
	end
	always@ (posedge clk_div or negedge rst ) begin
		if (~rst) begin
			dot_row <= 8'b0;
			dot_col <= 8'b0;
			row_count <= 0;
		end
		else begin
		   row_count <= row_count + 1;
			if ( cur_state == GREEN) begin
				case (row_count)
					3'd0: dot_row <= 8'b01111111;
					3'd1: dot_row <= 8'b10111111;
					3'd2: dot_row <= 8'b11011111;
					3'd3: dot_row <= 8'b11101111;
					3'd4: dot_row <= 8'b11110111;
					3'd5: dot_row <= 8'b11111011;
					3'd6: dot_row <= 8'b11111101;
					3'd7: dot_row <= 8'b11111110;
				endcase
				case (row_count)
					3'd0: dot_col <= 8'b00001100;
					3'd1: dot_col <= 8'b00001100;
					3'd2: dot_col <= 8'b00011001;
					3'd3: dot_col <= 8'b01111110;
					3'd4: dot_col <= 8'b10011000;
					3'd5: dot_col <= 8'b00011000;
					3'd6: dot_col <= 8'b00101000;
					3'd7: dot_col <= 8'b01001000;
				endcase
			end
			else if (cur_state == RED) begin
				case (row_count)
					3'd0: dot_row <= 8'b01111111;
					3'd1: dot_row <= 8'b10111111;
					3'd2: dot_row <= 8'b11011111;
					3'd3: dot_row <= 8'b11101111;
					3'd4: dot_row <= 8'b11110111;
					3'd5: dot_row <= 8'b11111011;
					3'd6: dot_row <= 8'b11111101;
					3'd7: dot_row <= 8'b11111110;
				endcase
				case (row_count)
					3'd0: dot_col <= 8'b00011000;
					3'd1: dot_col <= 8'b00011000;
					3'd2: dot_col <= 8'b00111100;
					3'd3: dot_col <= 8'b00111100;
					3'd4: dot_col <= 8'b01011010;
					3'd5: dot_col <= 8'b00011000;
					3'd6: dot_col <= 8'b00011000;
					3'd7: dot_col <= 8'b00100100;
				endcase
			end
			else if (cur_state == YELLOW) begin
				case (row_count)
					3'd0: dot_row <= 8'b01111111;
					3'd1: dot_row <= 8'b10111111;
					3'd2: dot_row <= 8'b11011111;
					3'd3: dot_row <= 8'b11101111;
					3'd4: dot_row <= 8'b11110111;
					3'd5: dot_row <= 8'b11111011;
					3'd6: dot_row <= 8'b11111101;
					3'd7: dot_row <= 8'b11111110;
				endcase
				case (row_count)
					3'd0: dot_col <= 8'b00000000;
					3'd1: dot_col <= 8'b00100100;
					3'd2: dot_col <= 8'b00111100;
					3'd3: dot_col <= 8'b10111101;
					3'd4: dot_col <= 8'b11111111;
					3'd5: dot_col <= 8'b00111100;
					3'd6: dot_col <= 8'b00111100;
					3'd7: dot_col <= 8'b00000000;
				endcase
			end
		end
	end
	always@(*) begin
		case (counter)
			0 : begin
				out = 7'b0000001;
			end
			1 : begin
				out = 7'b1001111;
			end
			2 : begin
				out = 7'b0010010;
			end
			3 : begin
				out = 7'b0000110;
			end
			4 : begin
				out = 7'b1001100;
			end
			5 : begin
				out = 7'b0100100;
			end
			6 : begin
				out = 7'b0100000;
			end
			7 : begin
				out = 7'b0001111;
			end
			8 : begin
				out = 7'b0000000;
			end
			9 : begin
				out = 7'b0000100;
			end
			10 : begin
				out = 7'b0001000;
			end
			11 : begin
				out = 7'b1100000;
			end
			12 : begin
				out = 7'b0110001;
			end
			13 : begin
				out = 7'b1000010;
			end
			14 : begin
				out = 7'b0110000;
			end
			15 : begin
				out = 7'b0111000;
			end
		endcase
	end
endmodule
[/design/flow/run.sh]
#!/bin/bash
# OpenROAD 26Q1-2900-gdf79404cd8, Yosys 0.63+post, stock flow scripts
make -C /OpenROAD-flow-scripts/flow DESIGN_CONFIG=/design/flow/config.mk WORK_HOME=/design/flow/orfs finish
==> flow_metrics.py <==
# Flow results
metrics = {
    "flow_run": {
        "maxCapViolations": 0,
        "log.warning_count": 38,
    },
    "yosys": {
        "ys.flop_type": "dfxtp_1",
        "synthArstFlopShare": 0.196,
        "mux_area_frac": 0.0291,
        "synth.avg_cell_area_sq_um": 9.07,
        "ys_sh_adder": 0.0511,
        "ys_sh_xor": 0.104,
        "postSynthSeqShare": 0.438,
        "top_cells_by_area": "dfxtp_1 34%, dfrtp_1 10%, xor2_1 7.5%",
        "syn_area_sq_um": 4650,
        "ys.flops": 97,
        "logic_family": "simple AND/OR/NAND/NOR gates",
        "post_synth_ao_oa_area_fraction": 0.0928,
        "top_area_frac": 0.336,
        "ys_cells": 513,
        "common_cells": "78 x dfxtp_1, 72 x nor2_1, 40 x xor2_1, 35 x nand2_1, 24 x o21ai_0",
        "yosysWarnings": 1,
        "ys_types": 52,
        "top_cell": "dfxtp_1",
        "syn_inst": 513,
        "synth.largest_area_cell": "dfxtp_1",
        "ys_sh_simple": 0.249,
        "ys_chip_area_sq_um": 4650,
        "synth-edff-count": 0,
    },
    "cts": {
        "clock_path_buffers": 2,
        "h-tree-depth": 3,
        "cts_buffers": 9,
        "clock.latency.late_pin_ns": 0.33,
        "path_clk_slew_ns": 0.06,
        "cts-resized-gates": 0,
        "postCtsSetupRepairBufs": 0,
        "postCtsHoldBufs": 0,
        "ctsRootBufferMaster": "clkbuf_16",
        "cts_tree": "built",
    },
    "setup_path": {
        "crit_required_ns": 6.62,
        "path_class": "primary input to flip-flop",
        "cp_max_fo": 32,
        "worst_setup_path_start_kind": "primary input",
        "critPathLaunch": "rst",
        "reg2reg_from": "cur_state[1]$_SDFFE_PN0N_",
        "worstPathArrival_ns": 3.40,
        "cp-end-kind": "flip-flop",
    },
    "grt": {
        "grt_pass1_wl_um": 14500,
        "grt_max_degree": 33,
        "grt_pass1_vias": 3143,
        "track_usage": 0.151,
        "antenna_found_initial": 0,
        "grt_overflow_total": 0,
    },
    "power": {
        "p_int_uw": 906,
        "switching_share": 0.185,
        "p_leak_nw": 2.02,
        "clock_power_share": 0.539,
        "comb_power_share": 0.019,
        "finalPower_mw": 1.11,
        "seqPwrFrac": 0.443,
        "switchingPower_uw": 206,
        "powerDensity_nw_per_um2": 207,
        "peakVddDrop_mv": 0.216,
    },
    "sta": {
        "tightest_slew_ns": 0.744,
        "rsz0062_at_grt": "false",
        "fin_tns_setup_ns": 0,
        "post-route-period-util": 0.497,
        "slew_violations": 0,
        "hold_violations": 0,
        "period_needed_ns": 3.18,
        "setup_violations": 0,
        "timing.hold.ws_ns": 0.460,
        "slew_headroom": 0.500,
        "timing.final.ws_setup_ns": 3.22,
        "untimed_endpoints": 35,
        "skew_ns": 0.00509,
        "timing.fmax_mhz": 315,
        "unclocked_pins": 19,
    },
    "die": {
        "placementRows": 39,
        "core_util_floorplan": 0.409,
        "ioPinCount": 25,
        "die-area_sq_um": 12100,
        "die_w_um": 110,
        "core_sq_um": 11400,
        "die.size.y_um": 110,
    },
    "route": {
        "vias_per_cell": 5.07,
        "dr_total_vias": 3442,
        "dr.first_iter.drc_count": 152,
        "final_antenna_net_count": 0,
        "drc": 0,
        "avgRoutedWirePerCell_um": 12.5,
        "insertedDiodeCount": 0,
        "routed_wirelength_um": 8460,
        "drt_first_pass_iters": 4,
    },
    "cells_and_area": {
        "fin_util": 0.472,
        "area_growth_pct": 15.3,
        "fill_cells": 1023,
        "multiInputGateArea_sq_um": 2450,
        "drive_gt1_frac": 0.0578,
        "regArea_sq_um": 2040,
    },
    "run_status": {
        "status": "complete, no violations",
    },
    "hold_path": {
        "hold_class": "flip-flop to flip-flop",
        "min_from": "clk_count_2[0]$_SDFF_PP0_",
    },
    "placement": {
        "place_ws_ns": 2.87,
        "portBuffers": 24,
        "hpwl_um": 5640,
        "gp_congestion": 0.809,
    },
}
-- sequential cells by signal, indices dropped and copies added, names as in the netlist --
register / flops
clk_count: 32
clk_count_2: 32
dot_col: 8
dot_row: 8
out: 7
counter: 4
row_count: 3
cur_state: 2
clk_div: 1
-- cell type report --
type	instances	area share
Timing Repair Buffer	27	0.0490
Inverter	22	0.0154
Sequential cell	97	0.380
Multi-Input combinational cell	375	0.456
Clock inverter	3	0.0168
Clock buffer	12	0.0497
Tap cell	143	0.0334
-- through the flow --
step	cell area [sq um]	instances
after floorplan	4650	513
after global placement	5010	664
after detailed placement	5010	664
after CTS	5360	679
after global routing	5360	679
final	5360	679
-- critical path: stages --
cell and delay (ns):
clkdlybuf4s50_1 0.45, buf_4 0.33, nand2_1 0.09, a21oi_1 0.12
a32o_1 0.28, inv_1 0.16, ha_1 0.27, nor3b_1 0.15
a211o_1 0.28
-- cells by family (layout without fill, tap and decap cells) --
family                   after synthesis  after routing
AND-OR/OR-AND                         67             67
buffers and inverters                 41             64
XOR/XNOR                              55             55
multiplexers                          13             13
adder cells (fa/ha/maj)               19             19
flip-flops                            97             97
AND/OR/NAND/NOR                      221            221
-- metal layers --
layer / routed length [um] / GRT usage / vias to the layer above
li1: - / - / 1823
met5: 0 / 0 / -
met4: 103 / 0.0200 / 0
met3: 187 / 0.0205 / 9
met2: 3690 / 0.233 / 26
met1: 4470 / 0.237 / 1584
-- cell usage in the layout (no fill, tap or decap), drive strengths merged, types with 2 or more instances in the layout --
| cell type | instances |
|---|---|
| inv | 21 |
| nand3 | 18 |
| dfrtp | 19 |
| clkbuf | 12 |
| mux2i | 9 |
| bufinv | 3 |
| o211ai | 2 |
| nor4 | 7 |
| ha | 19 |
| o221ai | 2 |
| clkdlybuf4s50 | 24 |
| nand2 | 35 |
| dfxtp | 78 |
| and3 | 7 |
| nor4b | 3 |
| o2bb2ai | 3 |
| mux2 | 4 |
| a21oi | 13 |
| xnor2 | 15 |
| nor4bb | 3 |
| xor2 | 40 |
| nor3 | 12 |
| or2 | 2 |
| a32o | 3 |
| buf | 3 |
| or3 | 7 |
| and2 | 11 |
| o21ai | 25 |
| a31oi | 8 |
| nand4 | 23 |
| nor3b | 3 |
| nor2b | 4 |
| a211oi | 2 |
| nand2b | 2 |
| and4 | 10 |
| nor2 | 72 |
| a211o | 2 |
-- worst paths after layout --
check / slack [ns] / cells past startpoint / to
max: 3.22 / 9 / out[6]$_DFF_P_
min: 0.46 / 1 / clk_count_2[0]$_SDFF_PP0_
min reg2reg: 0.46 / 1 / clk_count_2[0]$_SDFF_PP0_
max reg2reg: 3.53 / 8 / out[6]$_DFF_P_
-- power groups by stage --
| stage | clock (mW) | combinational, mW | sequential (mW) |
|---|---|---|---|
| 4_1_cts | 0.612 | 0.0218 | 0.492 |
| 5_1_grt | 0.631 | 0.0243 | 0.493 |
| 6_report | 0.599 | 0.0210 | 0.492 |
Power figures rest on the tool's default switching activity, not on a simulated workload.
