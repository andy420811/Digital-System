==> flow/design.v <==
module exp7 ( sel, reset, clk, out );
    input sel,clk,reset;
    output [6:0] out;
    wire [3:0] cnt;
    counter q1( .sel(sel),.reset(reset),.clk(clk),.W_cnt(cnt));
    seven_seg q2( .data_in(cnt), .seg_out(out) );
endmodule
module counter( sel,reset,clk,W_cnt);
    input sel,reset,clk;
    reg [3:0] out;
    output wire [3:0] W_cnt;
    assign W_cnt = out;
    reg [31:0] cnt;
    always @(  posedge clk)
    begin
    if(!reset) 
	 begin 
		cnt <= 32'd0; 
	 end
    else
	 begin
    cnt <= cnt + 32'd1;    
		if(cnt == 50000000)
			if(sel)
			begin 
			out <= out + 32'd1;
			cnt <= 32'd0;
			end
			else
			begin 
			out <= out - 32'd1;
			cnt <= 32'd0;
			end
		end
    end
endmodule
module seven_seg( data_in, seg_out );
 input wire [3:0] data_in;
 output reg[6:0] seg_out;
always@( data_in )
 case( data_in )
 4'h0 : seg_out = 7'b100_0000;
 4'h1 : seg_out = 7'b111_1001;
 4'h2 : seg_out = 7'b010_0100;
 4'h3 : seg_out = 7'b011_0000;
 4'h4 : seg_out = 7'b001_1001;
 4'h5 : seg_out = 7'b001_0010;
 4'h6 : seg_out = 7'b000_0010;
 4'h7 : seg_out = 7'b111_1000;
 4'h8 : seg_out = 7'b000_0000;
 4'h9 : seg_out = 7'b001_0000;
 4'ha : seg_out = 7'b000_1000;
 4'hb : seg_out = 7'b000_0011;
 4'hc : seg_out = 7'b100_0110;
 4'hd : seg_out = 7'b010_0001;
 4'he : seg_out = 7'b000_0110;
 default : seg_out =7'b000_1110;
 endcase
endmodule
==> flow/run.sh <==
#!/bin/bash
# OpenROAD 26Q1-2900-gdf79404cd8, Yosys 0.63+post, stock flow scripts
make -C /OpenROAD-flow-scripts/flow DESIGN_CONFIG=/design/flow/config.mk WORK_HOME=/design/flow/orfs finish
==> flow/config.mk <==
export PLATFORM = sky130hd
export DESIGN_NAME = exp7
export DESIGN_NICKNAME = exp7
export VERILOG_FILES = /design/flow/design.v
export SDC_FILE = /design/flow/constraint.sdc
export NUM_CORES = 4
export LEC_CHECK = 1
export CORE_AREA = 10 10 114 114
export DIE_AREA = 0 0 124 124
==> flow/constraint.sdc <==
current_design exp7

set clk_period 6.2
set clk_io_pct 0.2

create_clock -name clk0 -period $clk_period [get_ports {clk}]

set non_clock_inputs [all_inputs -no_clocks]
set_input_delay [expr $clk_period * $clk_io_pct] -clock clk0 $non_clock_inputs
set_output_delay [expr $clk_period * $clk_io_pct] -clock clk0 [all_outputs]
==> job_summary.md <==
### Metrics collected by this job

| Metric | Value |
|---|---|
| Gr usage total | `approximately 5.5%` |
| Final Cycle Share | `59.8%` |
| Critical-path cell list | `clkdlybuf4s50_1 -> inv_1 -> or4_1 -> mux2i_1 -> inv_1 -> ha_1 -> mux2i_1 -> o22ai_1 -> a311oi_1 -> a31oi_1` |
| Worst setup SP type | `primary input` |
| Reg power frac | `between 50% and 60%` |
| Chip area in the Yosys report | `0.00227 mm²` |
| Post-synth seq share | `39.7%` |
| CTS Hold Bufs | `0` |
| Final setup fails | `0` |
| IO Pins | `10` |
| CTS tree | `built` |
| Crit-path leading delay family | `buffers and inverters` |
| Synth flops | `about 43` |
| Buffers on Ports | `9` |
| Fin. max-slew vios | `0` |
| Worst-margin pin slew | `roughly 0.72 ns` |
| Kind of critical path | `in -> reg` |
| Sw Pwr | `around 100 µW` |
| Die width | `roughly 120 µm` |
| Clock latency (worst-skew pair) | `0.29 ns` |
| Number of antenna diodes | `0` |
| Worst Setup Slack, final | `2.49 ns` |
| Post-synth EDFFs | `4` |
| Max Cap Violations | `0` |
| Layout area overhead | `14.4%` |
| Synth warnings | `2` |
| Lkg Pwr | `0.000931 µW` |
| Max incr delay on CP | `0.66 ns` |
| CP max FO | `6` |
| # DRC | `0` |
| Largest net degree at the start of global routing | `28` |
| Routed Antenna Nets | `0` |
| Area leader share | `34.4%` |
| Crit path DAT | `around 3.9 ns` |
| Die Area | `roughly 0.015 mm²` |
| Sw Ratio | `a little over a fifth` |
| Ys async rst share | `0%` |
| Clock power frac | `a little over a third` |
| Worst EP required | `6.36 ns` |
| Highest clock rate | `approximately 270 MHz` |
| Fin Setup TNS | `0 ns` |
| Mean post-synth cell area | `around 9 µm²` |
| Layout filler cell count | `around 1100` |
| Mapped Area | `~0.0023 mm²` |
| Slew headroom | `about 51%` |
| Inserted Clock Buffers | `5` |
| PwrDens | `185 mW/mm²` |
| Synth cell types | `between 40 and 50` |
| CTS Root Cell | `clkbuf_8` |
| Detail Placement HPWL | `~3 mm` |
| GRT Residual Overflow | `0` |
| Clock Path Buffers | `2` |
| Clock Skew | `approximately 0.0073 ns` |
| Core area | `between 0.01 and 0.015 mm²` |
| First-pass GRT wire length | `about 7 mm` |
| Crit. End Element | `flip-flop` |
| Crit path time final | `roughly 3.7 ns` |
| # resized after CTS | `0` |
| OpenROAD warnings | `31` |
| Multi-input gate area | `between 0.001 and 0.0015 mm²` |
| Share of cells above drive strength 1 | `6.59%` |
| Min-delay worst type | `reg -> reg` |
| H-tree Lvls | `2` |
| Starting DRT DRC Count | `187` |
| Clk sinks | `43` |
| Dpl ws | `2.23 ns` |
| Setup Buffers After CTS | `0` |
| Worst path bufs/invs | `3` |
| Routed wire length | `about 4.1 mm` |
| Synth area leader | `dfxtp_1` |
| Slowest-stage cell, CP | `or4_1` |
| FP Core Util | `a little over a fifth` |
| FP Rows | `37` |
| RSZ-0062 raised after global routing | `no` |
| Fin. Hold Viols | `0` |
| Antenna violations before repair | `0` |
| Maximum vdd drop | `roughly 0.070 mV` |
| FF+latch area | `901 µm²` |
| Mapped Cells | `approximately 250` |
| Drt first pass iters | `4` |
| Cell area leaders | `dfxtp_1 (34%), xor2_1 (8.5%), nor2_1 (6.3%), ha_1 (5.5%), edfxtp_1 (5.3%)` |
| # Cells Yosys | `roughly 250` |
| Status | `complete, no violations` |
| Vias in the first global route | `1556` |
| Via count | `about 1700` |
| Gate power share | `under 10%` |
| Die Span Y | `124 µm` |
| Internal power | `378 µW` |
| Per-cell routed wire length | `10.4 µm` |
| Commonest flop | `dfxtp_1` |
| Via/cell ratio | `~4.2` |
| Routability cong. | `~0.93` |
| Clk slew on worst S/H paths | `~0.08 ns` |
sequential cells by signal (all words and copies together) (netlist names):
register  flops
q1.out        4
q1.cnt       32
out           7
cell usage in the layout (no fill, tap or decap), types with 3 or more instances in the layout:
| cell type | n |
|---|---|
| nand3_1 | 17 |
| and3_1 | 3 |
| mux2i_1 | 6 |
| and4_1 | 3 |
| nand2_1 | 18 |
| xnor2_1 | 12 |
| xor2_1 | 22 |
| nand4_1 | 8 |
| o21ai_0 | 5 |
| inv_1 | 12 |
| nor3_1 | 4 |
| clkdlybuf4s50_1 | 9 |
| nor4_1 | 4 |
| clkbuf_8 | 6 |
| o22ai_1 | 4 |
| a21oi_1 | 6 |
| ha_1 | 10 |
| dfxtp_1 | 39 |
| nor2_1 | 38 |
| edfxtp_1 | 4 |
cells in the mapped netlist, types with 3 or more instances:
cell / n
nor4_1: 4
o21ai_0: 5
o22ai_1: 4
nand4_1: 8
inv_1: 12
mux2i_1: 6
dfxtp_1: 39
and3_1: 3
clkbuf_1: 4
nand2_1: 18
xnor2_1: 12
and4_1: 3
nor3_1: 4
a21oi_1: 6
nand3_1: 17
ha_1: 10
edfxtp_1: 4
xor2_1: 22
nor2_1: 38
power by group through the flow:
stage / Clock [µW] / Sequential [µW] / Combinational [µW]
after CTS: 185 / 284 / 22.1
after global routing: 194 / 284 / 24.4
final: 175 / 284 / 21.6
path summary, 6_finish.rpt:
path	startpoint	end	slack (ns)	cells after the start
min	q1.cnt[0]$_SDFF_PP0_	q1.cnt[0]$_SDFF_PP0_	0.51	1
max reg2reg	q1.cnt[25]$_SDFF_PP0_	out[3]$_DFF_P_	2.99	10
min reg2reg	q1.cnt[0]$_SDFF_PP0_	q1.cnt[0]$_SDFF_PP0_	0.51	1
max	reset	out[3]$_DFF_P_	2.49	10
cell families (layout without fill, tap and decap cells):
logic type | Yosys count | in the layout | synth area share [%]
XOR/XNOR | 34 | 34 | 13.1
flip-flops | 43 | 43 | 39.7
AND/OR/NAND/NOR | 109 | 109 | 26.0
AND-OR/OR-AND | 22 | 22 | 5.85
adder cells (fa/ha/maj) | 11 | 11 | 6.40
buffers and inverters | 19 | 30 | 3.59
multiplexers | 9 | 9 | 5.30
metrics by stage:
stage	util (%)	instance area, µm²	hold WS (ns)	std cells	power [µW]
floorplan	-	2270	0.453	247	307
global placement	24.1	2510	0.475	387	312
detailed placement	24.1	2510	0.487	387	313
CTS	24.9	2590	0.504	394	491
global route	24.9	2590	0.528	394	503
finish	24.9	2590	0.510	394	481
layout make-up:
type	count	area share, %
inverter	12	1.74
clock buffer	6	3.18
multi-input combinational	185	49.5
clock inverter	1	0.193
tap	136	6.56
sequential	43	34.7
timing repair buffer	11	4.05
layer usage:
metal / up-vias / share of wire [%] / GRT usage [%] / wire length, µm
met2: 36 / 43 / 8.64 / 1760
met1: 755 / 50 / 7.75 / 2030
met3: 8 / 6.4 / 1.33 / 261
met5: - / 0 / 0 / 0
li1: 872 / - / - / -
met4: 0 / 0.93 / 0.576 / 38
Power is estimated from default activity; no workload was simulated.
